<file path="flow/config.mk">
export PLATFORM = sky130hd
export DESIGN_NAME = uart_rx
export DESIGN_NICKNAME = uart_rx
export VERILOG_FILES = /design/flow/design.v
export SDC_FILE = /design/flow/constraint.sdc
export NUM_CORES = 4
export LEC_CHECK = 1
export CORE_UTILIZATION = 40
</file>
<file path="flow/run.sh">
#!/bin/bash
# OpenROAD 26Q1-2900-gdf79404cd8, Yosys 0.63+post, stock flow scripts
make -C /OpenROAD-flow-scripts/flow DESIGN_CONFIG=/design/flow/config.mk WORK_HOME=/design/flow/orfs finish
</file>
<file path="flow/design.v">
module uart_rx #(
    parameter CLOCK_FREQ = 50_000_000,
    parameter BAUD_RATE  = 9600,
    parameter EN_PARITY  = 00            
) (
    input clk,
    input rst_n,
    input i_uart_rx,
    output reg [7:0] o_uart_data,
    output reg       o_data_valid
);
    reg d1_rx, d2_rx, d3_rx;
    wire nedge_uart_rx;
    always @(posedge clk) begin
        d1_rx <= i_uart_rx;
        d2_rx <= d1_rx;
        d3_rx <= d2_rx;
    end
    assign nedge_uart_rx = (d3_rx == 1) && (d2_rx == 0);
    function [0:0] get_parity;
        input [7:0] data;
        input [1:0] mode;
        begin
            case (mode)
                2'b11:   get_parity = ~(^data);
                2'b01:   get_parity = ^data;
                default: get_parity = 1;
            endcase
        end
    endfunction
    localparam [2:0] IDLE = 3'b000;
    localparam [2:0] START = 3'b001;
    localparam [2:0] RX = 3'b010;
    localparam [2:0] PARITY = 3'b011;
    localparam [2:0] STOP = 3'b100;
    reg [2:0] state = 3'd0;
    parameter MCNT_BAUD = CLOCK_FREQ / BAUD_RATE - 1;
    reg  [12 : 0] baud_cnt = 13'd0;
    reg  [   7:0] r_data = 8'd0;
    reg  [   2:0] bit_id;
    wire          parity_en = |EN_PARITY;   
    always @(posedge clk or negedge rst_n) begin
        if (~rst_n) begin
            state        <= IDLE;
            r_data       <= 0;
            o_data_valid <= 0;
            bit_id       <= 0;
            baud_cnt     <= 0;
        end
        else begin
            case (state)
                IDLE: begin
                    o_data_valid <= 0;
                    baud_cnt     <= 0;
                    if (nedge_uart_rx) begin
                        state  <= START;
                        bit_id <= 0;
                    end
                end
                START: begin
                    baud_cnt <= baud_cnt + 1;
                    if (baud_cnt == MCNT_BAUD / 2) begin
                        if (d2_rx == 0) begin   
                            state    <= RX;
                            bit_id   <= 0;
                            baud_cnt <= 0;
                        end
                        else begin
                            state <= IDLE;
                        end
                    end
                end
                RX: begin
                    baud_cnt <= baud_cnt + 1;
                    if (baud_cnt == MCNT_BAUD) begin
                        baud_cnt       <= 0;
                        r_data[bit_id] <= d2_rx;
                        if (bit_id == 7) begin
                            state <= parity_en ? PARITY : STOP;
                        end
                        else begin
                            bit_id <= bit_id + 1;
                        end
                    end
                end
                PARITY: begin
                    baud_cnt <= baud_cnt + 1;
                    if (baud_cnt == MCNT_BAUD) begin
                        baud_cnt <= 0;
                        state    <= (d2_rx == get_parity(r_data, EN_PARITY)) ? STOP : IDLE;
                    end
                end
                STOP: begin
                    baud_cnt <= baud_cnt + 1;
                    if (baud_cnt == MCNT_BAUD) begin
                        if (d2_rx == 1) begin   
                            o_uart_data  <= r_data;
                            o_data_valid <= 1;
                        end
                        state <= IDLE;
                    end
                end
                default: begin
                    state <= IDLE;
                end
            endcase
        end
    end
endmodule
</file>
<file path="flow/constraint.sdc">
current_design uart_rx

set clk_period 2.2
set clk_io_pct 0.2

create_clock -name clk0 -period $clk_period [get_ports {clk}]

set non_clock_inputs [all_inputs -no_clocks]
set_input_delay [expr $clk_period * $clk_io_pct] -clock clk0 $non_clock_inputs
set_output_delay [expr $clk_period * $clk_io_pct] -clock clk0 [all_outputs]
</file>
==> flow_summary.json <==
{
  "hold_violations": 0,
  "antenna_found_initial": 0,
  "die_x_um": 70.5,
  "ys_cells": 176,
  "warnings": 28,
  "leakage_nw": 1.02,
  "place_inst": 250,
  "row_count": 24,
  "yosysUniqueCellTypes": 45,
  "grt-ovfl-total": 0,
  "drtPass1Iterations": 21,
  "grt_max_degree": 29,
  "postSynthSeqShare_pct": 53.3,
  "ir_drop_uv": 373,
  "grt_pass1_vias": 1325,
  "grt_pass1_wl_mm": 6.20,
  "r2r_cells": 5,
  "critPathSlowestCell": "or4bb_4",
  "antenna_cells": 0,
  "status": "finished, final reports clean",
  "drc": 0,
  "cts_buffer_depth": 2,
  "core_area_mm2": 0.00444,
  "slowest_delay_ns": 0.57,
  "fp.dieH_um": 70.5,
  "worst_pin_slew_ns": 0.458,
  "hold_path.class": "register to register",
  "cp.required_ns": 2.39,
  "cts_max_level": 2,
  "period_used_pct": 96.3,
  "finalNonFillerCells": 259,
  "vias": 1407,
  "drv_slew": 0,
  "chipArea_mm2": 0.00497,
  "cts_tree": "built",
  "drt_iter0_drc": 93,
  "wirelength_mm": 3.45,
  "place.gp.congestion": 0.907,
  "holdWs_ns": 0.333,
  "cts-root-buf": "clkbuf_8",
  "ant_nets": 0,
  "layout-area-overhead-vs-synth_pct": 23.7,
  "ys_chip_area_mm2": 0.00188,
  "ys_ff": 39,
  "cts_hold_buf": 0,
  "grtUsageTotal_pct": 16.2,
  "p_per_area_mw_per_mm2": 729,
  "maxCapViolations": 0,
  "post-route-util_pct": 52.3,
  "async_reset_ff_share_pct": 71.8,
  "detail_route.wl_per_cell_um": 13.3,
  "max_freq_ghz": 0.472,
  "io_buffers": 11,
  "fp_util_pct": 42.2,
  "crit_chain": "or4bb_4 > or3_4 > a221oi_4 > o31ai_2 > mux2_2",
  "hpwl_mm": 2.48,
  "crit_path_max_fanout": 4,
  "clk_pin_slew_ns": 0.08,
  "syn_area_mm2": 0.00188,
  "cts.sinks": 39,
  "synth_area_per_cell_um2": 10.7,
  "synth_cells": 176,
  "viasPerCell": 5.43,
  "ff_type": "dfrtp_1",
  "worstSkewPairLatency_ns": 0.29,
  "setup_viol": 0,
  "r2r_slack_ns": 0.08,
  "slew_headroom_pct": 69.3,
  "numCtsBuffers": 5,
  "tns_ns": 0,
  "cp.arrival_ns": 2.31,
  "crit_path_end_kind": "register",
  "drive_above_1_share_pct": 20.8,
  "io_pins": 12,
  "fin_worst_skew_ns": 0.00361,
  "timing_worst_setup_path_type": "register to register",
  "layout_min_cycle_time_ns": 2.12,
  "synth-edff-count": 8,
  "yosysWarningCount": 1,
  "cp-start-kind": "register",
  "fillerInstances": 378,
  "holdPathStages": 0
}
==> what timing repair did <==
item                       in CTS  in global routing
setup endpoints to repair       3                  5
pin swaps                       0                  1
resized                         2                  6
buffers inserted                0                  1
==> sequential cells by signal, indices dropped and copies added (netlist names) <==
register      flops
baud_cnt         13
d3_rx             1
d2_rx             1
o_data_valid      1
state             3
r_data            8
o_uart_data       8
d1_rx             1
bit_id            3
==> final cells by class <==
type	count	area, µm²	share of cell area (%)
clock buffer	5	68.8	2.96
clock inverter	3	47.5	2.05
inverter	7	26.3	1.13
multi-input combinational	125	876	37.7
sequential	39	1000	43.1
tap	52	65.1	2.80
timing repair buffer	28	238	10.2
==> kinds of logic after synthesis <==
logic type | after synthesis | synth area share (%)
and+or+nand+nor | 75 | 22.9
DFF | 39 | 53.3
AOI/OAI and AO/OA | 30 | 10.1
buffers and inverters | 12 | 2.67
xor gates and xnor gates | 10 | 4.67
adders and majority gates | 6 | 4.00
muxes | 4 | 2.33
==> metrics by stage <==
stage	setup WS, ns	instance area, µm²	power (mW)
3_3_place_gp	0.0522	2150	1.07
3_5_place_dp	-0.0284	2150	1.08
2_1_floorplan	0.0445	1880	0.972
6_report	0.0816	2320	1.69
5_1_grt	-0.00792	2320	1.78
4_1_cts	0.0184	2280	1.69
==> layout by cell type (no fill, tap or decap), drive strengths merged, types with 3 or more instances in the layout <==
cell,instances
and2,3
inv,8
edfxtp,8
o21ai,16
clkbuf,5
nand3b,3
nand3,8
or3,3
a21oi,3
xor2,6
buf,17
xnor2,4
nor2,23
dfxtp,3
dfrtp,28
nor4,3
nand2,10
a22o,3
mux2,3
and3,4
nor3,3
clkdlybuf4s50,11
ha,6
nand4,3
==> cells in the mapped netlist (3+ instances only) <==
| cell type | n | share of area, % |
|---|---|---|
| dfrtp_1 | 28 | 37 |
| nor2_1 | 23 | 4.6 |
| o21ai_0 | 15 | 4.0 |
| nand2_1 | 10 | 2.0 |
| edfxtp_1 | 8 | 13 |
| nand3_1 | 8 | 2.1 |
| inv_1 | 7 | 1.4 |
| ha_1 | 6 | 4.0 |
| xor2_1 | 6 | 2.8 |
| buf_2 | 4 | 1.1 |
| xnor2_1 | 4 | 1.9 |
| a21oi_1 | 3 | 0.80 |
| a22o_1 | 3 | 1.4 |
| and2_1 | 3 | 1.0 |
| and3_1 | 3 | 1.0 |
| dfxtp_1 | 3 | 3.2 |
| mux2_2 | 3 | 1.8 |
| nand3b_1 | 3 | 1.2 |
| nand4_1 | 3 | 1.0 |
| nor3_1 | 3 | 0.80 |
==> final timing paths <==
check,startpoint,end
max,baud_cnt[11],bit_id[0]
min,d1_rx,d2_rx
max reg2reg,baud_cnt[11],bit_id[0]
min reg2reg,d1_rx,d2_rx
max in group asynchronous,rst_n,baud_cnt[11]
min in group asynchronous,rst_n,r_data[5]
==> routing by layer <==
layer | wire length [µm] | GRT usage, % | vias to the layer above
met5 | 0 | 0 | -
met4 | 13 | 2.04 | 0
met3 | 147 | 3.36 | 2
met2 | 1570 | 23.9 | 29
met1 | 1720 | 26.8 | 683
li1 | - | - | 693
==> power breakdown <==
group	switching (mW)	internal (mW)	leakage [nW]
Combinational	0.125	0.132	0.464
Clock	0.269	0.344	0.0587
Sequential	0.0446	0.779	0.499
Total	0.438	1.25	1.02
==> critical path: cells and delay by family, from the launching register on <==
kind             cells  cell delay, ns
AND/OR/NAND/NOR      2            0.98
flip-flops           1            0.40
AND-OR/OR-AND        2            0.35
multiplexers         1            0.27
Power and IR drop assume default switching activity.
