**config.mk**
```make
export PLATFORM = sky130hd
export DESIGN_NAME = uart_tx
export DESIGN_NICKNAME = uart_tx
export VERILOG_FILES = /design/flow/design.v
export SDC_FILE = /design/flow/constraint.sdc
export NUM_CORES = 4
export LEC_CHECK = 1
export CORE_UTILIZATION = 40
```
**design.v**
```verilog
module uart_tx #(
    parameter CLOCK_FREQ = 50_000_000,
    parameter BAUD_RATE  = 9600,
    parameter EN_PARITY  = 00            
) (
    input            clk,
    input            rst_n,
    input      [7:0] i_uart_data,
    input            i_uart_en,
    output reg       o_uart_tx,
    output reg       o_uart_busy
);
    reg i_uart_en_d;   
    reg en;
    always @(posedge clk or negedge rst_n) begin
        if (~rst_n) begin
            i_uart_en_d <= 0;
            en          <= 0;
        end
        else begin
            en          <= i_uart_en & ~i_uart_en_d;
            i_uart_en_d <= i_uart_en;
        end
    end
    reg [7:0] data_ff;
    always @(posedge clk or negedge rst_n) begin
        if (~rst_n) begin
            data_ff <= 0;
        end
        else if (en) begin
            data_ff <= i_uart_data;
        end
    end
    wire bit_parity;
    function [0:0] get_parity;
        input [7:0] data;
        input [1:0] mode;
        begin
            case (mode)
                2'b11:      get_parity = ~(^data);
                2'b01:      get_parity = ^data;
                default: get_parity = 1;
            endcase
        end
    endfunction
    assign bit_parity = get_parity(data_ff, EN_PARITY);
    localparam [2:0] IDLE = 3'b000;
    localparam [2:0] START = 3'b001;
    localparam [2:0] TX = 3'b010;
    localparam [2:0] PARITY = 3'b011;
    localparam [2:0] STOP = 3'b100;
    reg [ 2:0] state = IDLE;
    reg [12:0] baud_cnt;
    reg [ 2:0] bit_addr;
    parameter MCNT_TX = CLOCK_FREQ / BAUD_RATE - 1;
    wire parity_en = |EN_PARITY;   
    always @(posedge clk or negedge rst_n) begin
        if (~rst_n) begin
            state       <= IDLE;
            o_uart_tx   <= 1;
            o_uart_busy <= 0;
            bit_addr    <= 0;
            baud_cnt    <= 0;
        end
        else begin
            case (state)
                IDLE: begin
                    if (en) begin
                        state       <= START;
                        o_uart_busy <= 1;
                        baud_cnt    <= 0;
                        bit_addr    <= 0;
                    end
                    else begin
                        o_uart_tx   <= 1;
                        o_uart_busy <= 0;
                    end
                end
                START: begin
                    o_uart_tx <= 0;
                    if (baud_cnt == MCNT_TX) begin
                        baud_cnt <= 0;
                        state    <= TX;
                    end
                    else begin
                        baud_cnt <= baud_cnt + 1;
                    end
                end
                TX: begin
                    o_uart_tx <= data_ff[bit_addr];
                    if (baud_cnt == MCNT_TX) begin
                        baud_cnt <= 0;
                        if (bit_addr == 7) begin
                            bit_addr <= 0;
                            state    <= parity_en ? PARITY : STOP;
                        end
                        else begin
                            bit_addr <= bit_addr + 1;
                        end
                    end
                    else begin
                        baud_cnt <= baud_cnt + 1;
                    end
                end
                PARITY: begin
                    o_uart_tx <= bit_parity;
                    if (baud_cnt == MCNT_TX) begin
                        baud_cnt <= 0;
                        state    <= STOP;
                    end
                    else begin
                        baud_cnt <= baud_cnt + 1;
                    end
                end
                STOP: begin
                    o_uart_tx <= 1;
                    if (baud_cnt == MCNT_TX) begin
                        state    <= IDLE;
                        baud_cnt <= 0;
                    end
                    else begin
                        baud_cnt <= baud_cnt + 1;
                    end
                end
                default: state <= IDLE;
            endcase
        end
    end
endmodule
```
**run.sh**
```bash
#!/bin/bash
# OpenROAD 26Q1-2900-gdf79404cd8, Yosys 0.63+post, stock flow scripts
make -C /OpenROAD-flow-scripts/flow DESIGN_CONFIG=/design/flow/config.mk WORK_HOME=/design/flow/orfs finish
```
**constraint.sdc**
```tcl
current_design uart_tx

set clk_period 3.6
set clk_io_pct 0.2

create_clock -name clk0 -period $clk_period [get_ports {clk}]

set non_clock_inputs [all_inputs -no_clocks]
set_input_delay [expr $clk_period * $clk_io_pct] -clock clk0 $non_clock_inputs
set_output_delay [expr $clk_period * $clk_io_pct] -clock clk0 [all_outputs]
```
==> results.sh <==
# source this file to load flow results
export IMPL_status="complete, no violations"
export IMPL_worstPathRequired_ps=2880
export IMPL_cts_buffers=5
export IMPL_fp_row_count=22
export IMPL_ant_nets=0
export IMPL_fp_util_pct=42.1
export IMPL_cellPowerDensity_mw_per_mm2=591
export IMPL_critPathKind="reg -> out"
export IMPL_place_hpwl_um=2050
export IMPL_intPower_mw=0.703
export IMPL_post_cts_setup_buffers=0
export IMPL_ys_types=43
export IMPL_die_h_um=64.5
export IMPL_fill_cells=344
export IMPL_fin_area_mm2=0.00180
export IMPL_crit_path_start_kind="register"
export IMPL_seqCellArea_um2=777
export IMPL_cts_htree_levels=2
export IMPL_diodes=0
export IMPL_numSynthFlops=31
export IMPL_drtIter0Drc=57
export IMPL_gr_total_overflow=0
export IMPL_synth_edff_count=0
export IMPL_path_cells="clkdlybuf4s50_1"
export IMPL_synth_area_yosys_mm2=0.00156
export IMPL_root_buffer="clkbuf_8"
export IMPL_ys_cells=143
export IMPL_area_delta_synth_final_pct=15.4
export IMPL_clockPowerShare_pct=23.9
export IMPL_combPwrFrac_pct=29.0
export IMPL_syn_area_mm2=0.00156
export IMPL_cp_slowest_cell="dfstp_2"
export IMPL_core_area_mm2=0.00372
export IMPL_rsz0062_at_grt="no"
export IMPL_drtPass1Iterations=4
export IMPL_hold_viol=0
export IMPL_track_usage_pct=16.5
export IMPL_netlist_instances=143
export IMPL_fin_tns_setup_ps=0
export IMPL_final_util_pct=48.6
export IMPL_logic_area_um2=736
export IMPL_clock_fmax_ghz=0.497
export IMPL_drv_cap=0
export IMPL_wl_per_cell_um=13.8
export IMPL_dieArea_mm2=0.00416
export IMPL_cp_num_buf_inv=1
export IMPL_synth_async_reset_ratio_pct=100
export IMPL_dpl_worst_slack_ps=1640
export IMPL_cp_slowest_stage_delay_ps=550
export IMPL_portBuffers=12
export IMPL_grt_pass1_vias=1071
export IMPL_lay_top_count="dfrtp_1"
export IMPL_cts_sinks=31
export IMPL_ctsHoldBuffers=0
export IMPL_crit_family="flip-flops"
export IMPL_wl_um=2850
export IMPL_cp_max_fo=4
export IMPL_cp_end_kind="output port"
export IMPL_gp_congestion=0.820
export IMPL_avgSynthCellArea_um2=10.9
export IMPL_antenna_found_initial=0
export IMPL_cts_tree="done"
export IMPL_peakVddDrop_uv=344
export IMPL_via_count=1117
export IMPL_warning_count=25
export IMPL_switchingPower_mw=0.364
export IMPL_relSlewSlack_pct=53.0
export IMPL_post_cts_resized=0
export IMPL_synth_warnings=1
export IMPL_via_per_inst=5.40
export IMPL_p_seq_share_pct=47.1
export IMPL_io_pin_count=13
export IMPL_grt_max_degree=32
export IMPL_ys_seq_share_pct=49.7
export IMPL_fp_dieW_um=64.5
export IMPL_drive_gt1_share_pct=8.18
export IMPL_switching_share_pct=34.1
export IMPL_leakagePower_nw=0.712
export IMPL_setup_viol=0
export IMPL_worstHoldPathType="reg -> reg"
export IMPL_fin_skew_ps=1.17
export IMPL_finalCriticalPeriod_ps=2010
export IMPL_worstPathArrival_ps=1290
export IMPL_clockBufferDepth=2
export IMPL_layout_top_cells="dfrtp_1, clkdlybuf4s50_1, mux2_1, nor2_1, nand3_1"
export IMPL_yosys_most_used_dff="dfrtp_1"
export IMPL_ff2ff_setup_slack_ps=1600
export IMPL_clkTransAtPathRegs_ps=60
export IMPL_grt_pass1_wl_um=5130
export IMPL_insertion_delay_ps=270
export IMPL_tightestPinTransition_ps=699
export IMPL_place_area_mm2=0.00172
export IMPL_fin_crit_sh_pct=55.8
export IMPL_post_route_drc_count=0
export IMPL_finalWorstSetupSlack_ps=1590
export IMPL_final_max_slew_viol_count=0
==> synth_stat cells (2+ instances only) <==
| master | number | share of area (%) |
|---|---|---|
| dfrtp_1 | 30 | 48 |
| mux2_1 | 8 | 5.8 |
| nand3_1 | 8 | 2.6 |
| nor2_1 | 8 | 1.9 |
| nand2_1 | 7 | 1.7 |
| a21oi_1 | 6 | 1.9 |
| inv_1 | 6 | 1.4 |
| xnor2_1 | 6 | 3.4 |
| nand4_1 | 4 | 1.6 |
| nor3b_1 | 4 | 1.9 |
| nor4_1 | 4 | 1.6 |
| o21ai_0 | 4 | 1.3 |
| a31oi_1 | 3 | 1.2 |
| ha_1 | 3 | 2.4 |
| nor3_1 | 3 | 0.96 |
| o31ai_1 | 3 | 1.4 |
| or4_1 | 3 | 1.4 |
| buf_1 | 2 | 0.48 |
| buf_2 | 2 | 0.64 |
| mux4_2 | 2 | 2.9 |
| nor2b_1 | 2 | 0.80 |
| nor4b_1 | 2 | 1.1 |
| o21ai_1 | 2 | 0.64 |
| o32ai_1 | 2 | 1.1 |
==> state kept, by name, indices dropped and copies added (netlist names) <==
name         flops
baud_cnt        13
bit_addr         3
data_ff          8
en               1
i_uart_en_d      1
o_uart_busy      1
o_uart_tx        1
state            3
==> kinds of logic after synthesis <==
family	share of synthesized area [%]
mux	9.28
buf+inv	3.28
compound gates	11.2
xor+xnor	3.36
fa+ha+maj	2.40
flops	49.7
simple gates	20.8
==> path summary, 6_finish.rpt <==
check / startpoint / to / cells after the start
setup reg to reg: state[0] / baud_cnt[12] / 4
max in group asynchronous: rst_n / o_uart_tx / 2
setup / recovery: o_uart_tx / o_uart_tx / 1
min in group asynchronous: rst_n / data_ff[7] / 2
hold reg to reg: i_uart_en_d / en / 1
hold / removal: i_uart_en_d / en / 1
==> layout make-up <==
| class | count | share of cell area (%) |
|---|---|---|
| clock buffer | 7 | 4.23 |
| clock inverter | 1 | 0.277 |
| inverter | 6 | 1.25 |
| multi-input combinational | 101 | 40.8 |
| sequential | 31 | 43.1 |
| tap | 48 | 3.33 |
| timing repair buffer | 13 | 7.07 |
==> power groups by stage <==
| stage | Combinational, mW | Clock, mW | Sequential (mW) |
|---|---|---|---|
| 4_1_cts | 0.311 | 0.263 | 0.501 |
| 5_1_grt | 0.348 | 0.281 | 0.516 |
| 6_report | 0.309 | 0.255 | 0.503 |
==> routing by layer <==
metal  vias up  wire length [um]  global-route usage [%]
met3         2               110                    4.46
li1        569                 -                       -
met2        18              1190                    22.2
met4         0                25                    2.22
met1       528              1530                    28.0
met5         -                 0                       0
==> stage by stage <==
stage	total power, mW	std cells	hold WS [ps]
2_1_floorplan	0.727	143	378
3_3_place_gp	0.807	199	385
3_5_place_dp	0.817	199	386
4_1_cts	1.07	207	394
5_1_grt	1.14	207	410
6_report	1.07	207	393
Power and IR drop assume default switching activity.
